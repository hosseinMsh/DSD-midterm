==> design.v <==
module karatsuba_128 (
    input  signed [127:0] a,
    input  signed [127:0] b,
    output signed [255:0] result
);
    wire signed [63:0] a_high = a[127:64];
    wire signed [63:0] a_low  = a[63:0];
    wire signed [63:0] b_high = b[127:64];
    wire signed [63:0] b_low  = b[63:0];
    wire signed [127:0] z0, z1, z2;
    shift_add_64 mul1 (.a(a_low), .b(b_low), .result(z0));
    shift_add_64 mul2 (.a(a_high), .b(b_high), .result(z2));
    wire signed [63:0] a_sum = a_low + a_high;
    wire signed [63:0] b_sum = b_low + b_high;
    shift_add_64 mul3 (.a(a_sum), .b(b_sum), .result(z1));
    wire signed [127:0] middle = z1 - z0 - z2;
    assign result = (({128'b0, z2}) << 128) + (({128'b0, middle}) << 64) + z0;
endmodule
module shift_add_64 (
    input  signed [63:0] a,
    input  signed [63:0] b,
    output signed [127:0] result
);
    integer i;
    reg signed [127:0] temp_result;
    always @(*) begin
        temp_result = 0;
        for (i = 0; i < 64; i = i + 1) begin
            if (b[i]) begin
                temp_result = temp_result + (a <<< i);
            end
        end
    end
    assign result = temp_result;
endmodule
module top8bit (
    input  [7:0] a_in,      
    input  [7:0] b_in,      
    input        clk,       
    input        rst_n,     
    output [7:0] result_out  
);
    reg  signed [127:0] a, b;
    wire signed [255:0] result;
    karatsuba_128 uut (
        .a(a),
        .b(b),
        .result(result)
    );
    reg computed = 0;
    always @(posedge clk or negedge rst_n) begin
        if (!rst_n) begin
            computed <= 0;
            a <= 0;
            b <= 0;
        end else if (!computed) begin
            a <= {{120{a_in[7]}}, a_in};   
            b <= {{120{b_in[7]}}, b_in};   
            computed <= 1;
        end
    end
    assign result_out = result[7:0]; 
endmodule
==> run.sh <==
#!/bin/bash
# OpenROAD 26Q1-2900-gdf79404cd8, Yosys 0.63+post, stock flow scripts
make -C /OpenROAD-flow-scripts/flow DESIGN_CONFIG=/design/flow/config.mk WORK_HOME=/design/flow/orfs finish
==> config.mk <==
export PLATFORM = sky130hd
export DESIGN_NAME = top8bit
export DESIGN_NICKNAME = top8bit
export VERILOG_FILES = /design/flow/design.v
export SDC_FILE = /design/flow/constraint.sdc
export NUM_CORES = 4
export LEC_CHECK = 1
export CORE_UTILIZATION = 40
==> constraint.sdc <==
current_design top8bit

set clk_period 9.3
set clk_io_pct 0.2

create_clock -name clk0 -period $clk_period [get_ports {clk}]

set non_clock_inputs [all_inputs -no_clocks]
set_input_delay [expr $clk_period * $clk_io_pct] -clock clk0 $non_clock_inputs
set_output_delay [expr $clk_period * $clk_io_pct] -clock clk0 [all_outputs]
==> run_results.csv <==
group,metric,value,unit
route,drtIter0Drc,75,
setup_path,max_stage_delay,0.47,ns
route,wire_per_inst,12.59,µm
place,placed_cells,265,
timing,fin_skew,0.002430,ns
timing,tightest_slew,0.6971,ns
floorplanning,die_h,69.40,µm
route,firstDrtPassIters,4,
clock_network,cts_tree,"yes",
route,final_antenna_net_count,0,
synthesis,ys.flop_type,"dfrtp_1",
clock_network,clkTransAtPathRegs,0.06,ns
final_layout,drive_above_1_share,21.72,%
floorplanning,rows,24,
timing,maxSlewHeadroom,53.38,%
route,wl,3.436,mm
clock_network,cts_buffers,3,
synthesis,top_cells_by_area,"dfrtp_1 (23%), ha_1 (13%), mux2_2 (12%)",
power,vdd_drop_max,0.1084,mV
setup_path,cp_slowest_cell,"fa_1",
synthesis,largest_area_cell,"dfrtp_1",
synthesis,edf_count,0,
run,tool_warnings,25,
synthesis,synth_flop_count,17,
setup_path,critPathArrivalTime,7.09,ns
floorplanning,chip_area,4816,µm²
place,dpl-instance-area,2101,µm²
global_routing,track_usage,14.80,%
timing,finalSetupViolCount,0,
global_routing,antenna_found_initial,0,
setup_path,crit_path_start,"b[0]$_DFFE_PN0N_",
floorplanning,die_w,69.40,µm
clock_network,cts_num_sinks,17,
global_routing,grt_max_degree,19,
setup_path,worst-r2r-setup-slack,8.05,ns
setup_path,required,7.44,ns
global_routing,overflow,0,
final_layout,design_area,2256,µm²
floorplanning,core_area,4354,µm²
floorplanning,io_pins,26,
place,portBuffers,25,
clock_network,h-tree-depth,1,
final_layout,instances_no_fill,273,
synthesis,syn_area_per_cell,9.317,µm²
setup_path,rr_endpoint,"a[0]$_DFFE_PN0N_",
synthesis,top_area_share,23.42,%
setup_path,ff2ff_path_depth,1,
timing,fmax,111.8,MHz
setup_path,worstSetupEndpointType,"output pin",
route,drc,0,
run_status,status,"complete, no violations",
worst_hold_path,hp-class,"reg -> reg",
synthesis,ys_area,1817,µm²
setup_path,crit_path_frequent_cell,"xnor2_1",
global_routing,first_global_vias,1324,
synthesis,top_cell,"nand2_1",
run,cap_viol_max_count,0,
power,pwr_density_cell,208.6,nW/µm²
synthesis,top_cells_by_count,"nand2_1 (22), mux2_2 (20), ha_1 (19), dfrtp_1 (17), xnor2_1 (11)",
floorplanning,fp_util,41.72,%
setup_path,crit_type,"reg -> out",
timing,hold_violations,0,
route,vias,1467,
setup_path,startpoint_type,"flop",
timing,fin_crit,8.948,ns
timing,slew_viol_final,0,
final_layout,fillCellCount,378,
global_routing,grt_pass1_wl,5.809,mm
final_layout,syn2layout_area_growth,24.17,%
synthesis,syn_area,1817,µm²
synthesis,ys_cells,195,
route,diodes,0,
place,routabilityCongestion,0.8407,
synthesis,yosys_warnings,2,
clock_network,cts_root_buffer,"clkbuf_8",
setup_path,crit_end,"result_out[7]",
setup_path,timing.rr.start,"computed$_DFF_PN0_",
clock_network,clock.latency.late_pin,0.24,ns
power,leakage,1.008,nW
setup_path,cp_max_fo,6,
synthesis,syn_inst,195,
route,via_per_inst,5.374,
clock_network,cts_max_path_buffers,2,
place,hpwl,2.692,mm
synthesis,yosysSeqAreaShare,23.42,%
synthesis,synth_cell_types,42,
timing,finalCritPeriodShare,96.21,%
synthesis,async_reset_ff_share,100.0,%
==> through the flow <==
stage	worst slack, ns	utilization (%)	total power [mW]	hold slack, ns	TNS (ns)
floorplan	1.132	-	0.3035	0.4798	0
global placement	0.3973	48.25	0.3905	0.4907	0
detailed placement	0.3447	48.25	0.3918	0.4978	0
CTS	0.03462	49.28	0.4476	0.5126	0
global route	-0.006923	51.81	0.5191	0.5418	-0.006923
finish	0.3523	51.81	0.4705	0.5078	0
==> flip-flops by register name, indices dropped and copies added, names as in the netlist <==
name,count
b,8
a,8
computed,1
==> cells in the final DEF (no fill, tap or decap), types with 4 or more instances in the layout <==
cell type / count
nor2b_1: 4
a21oi_1: 7
mux2_2: 20
o21ai_1: 6
nor2_1: 6
ha_1: 14
dfrtp_1: 16
xnor2_1: 10
and2_1: 5
buf_4: 7
clkdlybuf4s50_1: 25
nand2_1: 22
inv_1: 7
a21o_1: 6
o21a_1: 4
==> repair_timing <==
item                                    4_1_cts  5_1_grt
hold buffers                                  0        0
resized                                       0       16
endpoints found under the setup margin        0        1
buffers inserted                              0        4
==> layer usage <==
metal  track usage, %  vias to the layer above  routed length (µm)
met3           0.5900                        4                  63
met4            1.587                        0                  27
met1            24.15                      690                1773
met2            23.09                       23                1573
li1                 -                      750                   -
met5                0                        -                   0
==> worst max-delay path: cells and delay by family, from the launching register on <==
kind | cells | cell delay (ns)
buffers and inverters | 2 | 0.57
AOI/OAI and AO/OA | 8 | 1.03
and+or+nand+nor | 6 | 0.86
DFF | 1 | 0.44
adders and majority gates | 8 | 2.36
xor gates and xnor gates | 8 | 1.56
==> cell families (layout without fill, tap and decap cells) <==
logic type	count (synthesis)	in the layout	synth area share [%]
flops	17	17	23.42
mux	25	25	15.77
other cells	1	1	0.2064
xor+xnor	16	16	8.471
buf+inv	17	43	4.407
fa+ha+maj	23	23	17.49
compound gates	46	46	16.80
simple gates	50	50	13.43
==> how the worst min path moves through the flow <==
stage | to | depth (start not counted) | from
after CTS | a[7]$_DFFE_PN0N_ | 1 | a[7]$_DFFE_PN0N_
after global routing | a[7]$_DFFE_PN0N_ | 1 | a[7]$_DFFE_PN0N_
final | a[7]$_DFFE_PN0N_ | 1 | a[7]$_DFFE_PN0N_
==> power breakdown <==
group | internal (mW) | leakage [nW] | switching (mW)
combinational | 0.189 | 0.788 | 0.134
sequential | 0.0812 | 0.197 | 0.0142
clock | 0.0303 | 0.0228 | 0.0215
total | 0.301 | 1.01 | 0.170
==> cell type report <==
| cell class | count | area (µm²) | share of cell area [%] |
|---|---|---|---|
| inverters | 7 | 26.28 | 1.165 |
| multi-input cells | 161 | 1390 | 61.62 |
| repair buffers | 32 | 302.8 | 13.42 |
| flip-flops and latches | 17 | 426.7 | 18.91 |
| clock buffers | 4 | 45.04 | 1.997 |
| well taps | 52 | 65.06 | 2.884 |
Power is estimated from default activity; no workload was simulated.
