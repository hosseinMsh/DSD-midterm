`flow/run.sh`:
```
#!/bin/bash
# OpenROAD 26Q1-2900-gdf79404cd8, Yosys 0.63+post, stock flow scripts
make -C /OpenROAD-flow-scripts/flow DESIGN_CONFIG=/design/flow/config.mk WORK_HOME=/design/flow/orfs finish
```
`flow/config.mk`:
```
export PLATFORM = sky130hd
export DESIGN_NAME = manchester_adder
export DESIGN_NICKNAME = manchester_adder
export VERILOG_FILES = /design/flow/design.v
export SDC_FILE = /design/flow/constraint.sdc
export NUM_CORES = 4
export LEC_CHECK = 1
export CORE_AREA = 10 10 70 70
export DIE_AREA = 0 0 80 80
```
`flow/constraint.sdc`:
```
current_design manchester_adder

set clk_period 19.9
set clk_io_pct 0.2

create_clock -name clk0 -period $clk_period

set non_clock_inputs [all_inputs -no_clocks]
set_input_delay [expr $clk_period * $clk_io_pct] -clock clk0 $non_clock_inputs
set_output_delay [expr $clk_period * $clk_io_pct] -clock clk0 [all_outputs]
```
`flow/design.v`:
```
module manchester_adder (
    input  [15:0] A, B,
    input        Cin,
    output [15:0] Sum,
    output       Cout
);
  wire [15:0] P, G, C;
  assign P = A ^ B;    
  assign G = A & B;    
  assign C[0] = Cin;   
  genvar i;
  generate
    for (i = 0; i < 15; i = i + 1) begin : gen_carry
      assign C[i+1] = G[i] | (P[i] & C[i]);
    end
  endgenerate
  assign Sum  = P ^ C;   
  assign Cout = C[15];   
endmodule
```
==> notes.md <==
Implementation results. Row count landed at 21. Summing over the stages, the warning tally comes to 32. Ratio of cells with drive above 1 in the final layout landed at 0%. Hold violation total from the final report landed at 0. Global routing consumed, over all layers together, 4.72% of the routing resources. In this run the layout overhead on the synthesized area is reported as 155%. Buffers added to address setup during post-CTS repair amount to 0.

The run finished with clean final reports. Weighted congestion at the end of routability-driven global placement landed at 0.837. After detailed routing, the average wire length per cell comes to 13.0 µm. In the synthesized netlist, the number of instances is 26. In this run the worst hold path is classified as primary input to output port.

The Yosys step of the flow raised 0 warnings. Worst-case hold slack landed at 8.95 ns. Maximum frequency from static timing analysis landed at between 60 and 70 MHz.

For hold timing, the worst endpoint is Sum[15]. HPWL reported at the end of detailed placement landed at 1.57 mm. The core region is roughly 3400 µm².

Power density of the placed cells landed at 29.8 nW/µm². sky130_fd_sc_hd__fa_1 takes more of the synthesized area than any other cell. Maximum vdd drop landed at 0.0000114 V.

Number of max-capacitance violations reported landed at 0. Global routing usage on met1 landed at 5.46%. The detailed router finished its first iteration with 0 violations.

In this run the critical path is formed by clkdlybuf4s50_1 > inv_1 > fa_1 > inv_1 > fa_1 > fa_1 > fa_1 > fa_1 > fa_1 > fa_1 > fa_1 > fa_1 > fa_1 > fa_1 > fa_1 > fa_1 > fa_1 > inv_1 > fa_1 > xnor3_1 > clkdlybuf4s50_1. Entering global routing, the biggest net connects 3 pins. After synthesis, flip-flops and latches occupy 0% of the total area.

The number of antenna violations at the first check in global routing came to 0. The worst setup path is launched from a primary input. Largest driver fanout on the critical path landed at 2.

The final timing report derives a shortest allowable period of 14.78 ns. The launch point of the worst min-delay path is recorded as A[15]. Headroom to the max-slew limit landed at 92.7%. Adding up every negative setup slack in the final design gives 0 ns. Average footprint of a synthesized cell landed at 13.9 µm². Detailed routing inserted a total of 391 vias.

Global route summary, busiest routing layer listed as met3. Per the OpenROAD power report, leakage power amounts to about 0.00037 µW. For this run, the final setup violation count is recorded as 0. OpenROAD reports that the post-layout worst path occupies 74.3% of the period.

Delay contributed by the slowest stage of the critical path landed at between 0.4 and 0.5 ns. Post-synthesis cell area landed at ~360 µm². Post-synthesis cell type count landed at 3. Among the stages of the critical path, the cell type that occurs most often is sky130_fd_sc_hd__fa_1. Sequential cells placed in the final layout were counted as 0.

The synth_stat.txt file lists the number of cells as 26. Top-area cell type share of the netlist area landed at a little over four fifths. Leaving out filler cells and counting taps, the final layout contains 122. Looking at the max-slew report, the worst-margin pin has a slew of 0.109 ns. The main area contributors are sky130_fd_sc_hd__fa_1 83%, sky130_fd_sc_hd__inv_1 10%, sky130_fd_sc_hd__xnor3_1 6.3%. The most frequently used library cell after synthesis is sky130_fd_sc_hd__fa_1. Detailed-route wire length landed at about 1.6 mm. Number of nets with antenna violations after detailed routing landed at 0. Tracing the worst setup path back leads to its startpoint at A[0]. Once the clock tree was built, the resizer swapped 0 gates to a different size. Count of TritonRoute iterations in the first routing pass landed at 1.

Required time of the critical path landed at 15.92 ns. Summing internal, switching and leakage power gives 27.4 µW. In the floorplan report the effective utilization is 10.5%.

Count of boundary I/O pins landed at 50. In this run the horizontal extent of the chip is 80 µm. Setup repair after global routing left no endpoint under its margin.

STA classifies the critical path endpoint as an output port. In the synthesized netlist, the cells that appear most often are 15 x sky130_fd_sc_hd__fa_1, 10 x sky130_fd_sc_hd__inv_1, 1 x sky130_fd_sc_hd__xnor3_1. According to the Yosys statistics, the synthesized design has a chip area of 360 µm². Hold buffer count at CTS landed at 0.

Quantity of I/O buffers inserted on ports landed at 50. In the final report, the number of pins over their slew limit comes to 0. Timing analysis after detailed placement gives a worst setup slack of 5.07 ns. The final antenna diode tally reported by the flow is 0. Per the detail_route report, vias per standard cell equal 3.20.

Global routing consumed, on the met2 layer, approximately 5.3% of the routing resources. The die covers 6400 µm². Die span in y landed at 80 µm. DRC violation count after routing landed at 0.

Storage element area landed at 0 µm². The critical path is of the primary input to output port type. The via count of the first global-routing pass came to 459. The first global-routing pass estimated 2.35 mm of wire. Clock buffer count landed at 0. The number of placed instances, taps included, is 122. Met3 track demand over resource in global routing landed at 6.36%. Residual overflow from global routing landed at 0. After layout, the worst setup slack is 5.12 ns. The slowest stage of the critical path is the sky130_fd_sc_hd__clkdlybuf4s50_1 cell. The arrival time of data at the worst endpoint is listed as 10.80 ns.

Hold analysis shows the worst path with a depth of 3.
==> metrics by stage <==
stage	area (µm²)	utilization [%]
final	918	26.9
after global routing	918	26.9
after CTS	918	26.9
after detailed placement	918	26.9
after global placement	918	26.9
after floorplan	360	-
==> cell usage in the layout (no fill, tap or decap) <==
master,instances
sky130_fd_sc_hd__inv_1,10
sky130_fd_sc_hd__clkdlybuf4s50_1,50
sky130_fd_sc_hd__xnor3_1,1
sky130_fd_sc_hd__fa_1,15
==> layer usage <==
layer,vias up,wire [µm]
li1,169,-
met1,170,608
met2,52,425
met3,0,548
met4,0,0
met5,-,0
==> report_power, final <==
part / leakage, µW / internal (µW) / switching, µW
Clock: 0 / 0 / 0
Combinational: 0.000374 / 20.4 / 6.98
Sequential: 0 / 0 / 0
Total: 0.000374 / 20.4 / 6.98
==> logic make-up (layout without fill, tap and decap cells) <==
| logic type | after synthesis | count (layout) | share of synthesized area, % |
|---|---|---|---|
| xor+xnor | 1 | 1 | 6.25 |
| fa+ha+maj | 15 | 15 | 83.3 |
| buf+inv | 10 | 60 | 10.4 |
==> critical path, delay by kind of cell <==
family | cells | cell delay [ns]
xor+xnor | 1 | 0.39
fa+ha+maj | 15 | 5.41
buf+inv | 5 | 1.03
==> cell type report <==
| type | count | area [µm²] |
|---|---|---|
| fillers | 365 | 2500 |
| repair buffers | 50 | 500 |
| multi-input cells | 16 | 323 |
| well taps | 46 | 57.6 |
| inverters | 10 | 37.5 |
==> worst max-delay path by stage <==
stage | slack, ns | to | cells past startpoint
after CTS | 5.06 | Sum[15] | 21
after global routing | 4.84 | Sum[15] | 21
final | 5.12 | Sum[15] | 21
Power is estimated from default activity; no workload was simulated.
