`./design.v`:
```
module ramp_pwm #(
    parameter  CLK_HZ    = 50_000_000,    
    parameter  RAMP_FREQ = 1_000,          
    parameter  PWM_BITS  = 10              
)(
    input  wire clk,
    input  wire rst,           
    output wire pwm_out
);
    localparam integer RAMP_STEPS = 1 << PWM_BITS;   
    localparam integer DIVIDER    = CLK_HZ / (RAMP_FREQ * RAMP_STEPS);
    reg [$clog2(DIVIDER)-1:0] div_cnt = 0;
    reg                       tick    = 0;
    always @(posedge clk) begin
        if (rst) begin div_cnt<=0; tick<=0; end
        else if (div_cnt==DIVIDER-1) begin div_cnt<=0; tick<=1; end
        else begin div_cnt<=div_cnt+1; tick<=0; end
    end
    reg [PWM_BITS-1:0] ramp_val = 0;
    always @(posedge clk) begin
        if (rst)       ramp_val <= 0;
        else if (tick) ramp_val <= ramp_val + 1;
    end
    reg [PWM_BITS-1:0] pwm_cnt = 0;
    always @(posedge clk) begin
        if (rst) pwm_cnt <= 0;
        else     pwm_cnt <= pwm_cnt + 1;
    end
    assign pwm_out = (pwm_cnt < ramp_val);
endmodule
module ramp_pwm_top (
    input  wire clk_50,    
    input  wire rst_n,     
    output wire pwm_out
);
    ramp_pwm #(
        .CLK_HZ    (50_000_000),
        .RAMP_FREQ (1_000),    
        .PWM_BITS  (10)
    ) u_core (
        .clk     (clk_50),
        .rst     (~rst_n),     
        .pwm_out (pwm_out)
    );
endmodule
```
`./run.sh`:
```
#!/bin/bash
# OpenROAD 26Q1-2900-gdf79404cd8, Yosys 0.63+post, stock flow scripts
make -C /OpenROAD-flow-scripts/flow DESIGN_CONFIG=/design/flow/config.mk WORK_HOME=/design/flow/orfs finish
```
`./config.mk`:
```
export PLATFORM = sky130hd
export DESIGN_NAME = ramp_pwm_top
export DESIGN_NICKNAME = ramp_pwm_top
export VERILOG_FILES = /design/flow/design.v
export SDC_FILE = /design/flow/constraint.sdc
export NUM_CORES = 4
export LEC_CHECK = 1
export CORE_AREA = 10 10 113 113
export DIE_AREA = 0 0 123 123
```
`./constraint.sdc`:
```
current_design ramp_pwm_top

set clk_period 2.3
set clk_io_pct 0.2

create_clock -name clk0 -period $clk_period [get_ports {clk_50}]

set non_clock_inputs [all_inputs -no_clocks]
set_input_delay [expr $clk_period * $clk_io_pct] -clock clk0 $non_clock_inputs
set_output_delay [expr $clk_period * $clk_io_pct] -clock clk0 [all_outputs]
```
==> run notes <==
fresh numbers from the pnr run: Metal-1 WL=1130 µm, reg2reg end=u_core.div_cnt[4]$_SDFF_PP0_, worst reg2reg path depth=4, Area Overhead vs Synth=25.0%, power density cells=493 mW/mm², share of cells above drive strength 1=0.152, setup repair after global routing missed its margin=no, die height=123 µm, initial detailed-routing violation count=48, area after detailed placement=0.00149 mm², setup skew after layout=4.19 ps, period utilisation layout=0.898, first-pass GRT wire length=4000 µm, fp_density=0.124, Cells after Synth=148, Met2 Wirelength=944 µm, Flops after synth=27, OpenROAD warnings=25, internal power=622 µW, Startpoint Class=register, Rel. slew slack=0.650, area reported by Yosys stat=0.00128 mm², CTS root buffer=clkbuf_8, CP max stage delay=360 ps, num ports=3, fill count=1,124, Port Buffers=2, Worst Setup EP=pwm_out, Seq pwr share=0.611, global-route congestion overflow total=0, TritonCTS clock tree=built, cell area after layout=0.00161 mm², antenna-violating nets left=0, # clock sinks=27, clock share of power=0.331, WL met3=164 µm, Final setup violation count=0, WL final=2260 µm, sequential fraction of the synthesis area=0.421, reg-to-reg slack, setup=940 ps, Mapped Area=0.00128 mm², worst setup margin=235 ps, Latency at later pin=270 ps, Switching Fraction=0.214, Slew Viols, Final=0, die width=123 µm, Reg clk slew, reported paths=90 ps, Setup crit start=u_core.ramp_val[2]$_SDFFE_PN0P_, total global routing track utilization=0.0318, CP Buf/Inv Count=2, # rows=37, clock tree buffer depth=2, Crit Path Max Fanout=5, Psw=169 µW, Ant. Diodes=0, post-layout min period=2070 ps, Hold Fails Final Rpt=0, Crit path depth=6, part of the power in combinational logic=0.058, Arrival @ worst endpoint=1610 ps, maxcap violations=0, yosys cell count=148, WL/cell=7.68 µm, # DRC=0, Post-Route Setup TNS=0 ps, storage element area=549 µm², maximum vdd ir drop=0.240 mV, DPL Wire Length=1630 µm, slew at the pin closest to its max-slew limit=520 ps, vias in the first global route=912, vias per cell=3.10, GPL Wtd Cong=0.874, WP data required=1840 ps, logic area=729 µm², R2R Path Start=u_core.div_cnt[0]$_SDFF_PP0_, Pre-antenna DRT Iters=4, Mapped Avg Cell Area=8.68 µm², Hold Crit Class=reg -> reg, CTS buffer count=3, initial antenna violation count=0, die area=0.0151 mm², Crit Path Class=reg -> out, DR top layer=met4, yosys warning tally=1, CP endpoint kind=output port, largest net degree at the start of global routing=15, critical path's top delay family=AND-OR/OR-AND gates, Crit-path slowest cell=dfxtp_2, hold path start=u_core.div_cnt[0]$_SDFF_PP0_, H-tree Lvls=1, Leakage=0.541 nW, worst path cell trace=inv_1 > ha_1 > a41oi_2 > o2bb2ai_1 > a21oi_1 > dlygate4sd2_1, Core Region=0.0103 mm², outcome=complete, no violations, DR vias=910, dpl ws=180 ps, Fmax achieved=484 MHz, hold_buf cts=0, synth unique cells=23
==> synth_stat cells, drive strengths merged <==
library cell / count / area share
dfxtp: 27 / 0.42
nor2: 27 / 0.079
xnor2: 15 / 0.10
inv: 13 / 0.038
ha: 12 / 0.12
nand2: 10 / 0.029
nand3: 7 / 0.031
a21oi: 6 / 0.023
nand4: 5 / 0.024
nor3: 4 / 0.016
o21ai: 4 / 0.016
xor2: 4 / 0.027
and3: 2 / 0.0097
clkbuf: 2 / 0.0058
nand2b: 2 / 0.0097
or3: 2 / 0.0097
a211oi: 1 / 0.0058
a41oi: 1 / 0.0068
and2: 1 / 0.0049
mux2i: 1 / 0.0078
nor4: 1 / 0.0097
o2bb2ai: 1 / 0.0068
==> layout make-up <==
cell class,instances,share of cell area
Sequential cell,27,0.342
Timing Repair Buffer,8,0.0397
Multi-Input combinational cell,106,0.454
Inverter,13,0.0304
Tap cell,136,0.106
Clock buffer,4,0.0280
==> power groups by stage <==
stage / clock (mW) / sequential (mW) / combinational, mW
CTS: 0.273 / 0.483 / 0.0463
global route: 0.293 / 0.486 / 0.0521
finish: 0.262 / 0.483 / 0.0460
==> how the worst min path moves through the flow <==
stage                                   to  slack, ps  cells after the start
finish        u_core.div_cnt[0]$_SDFF_PP0_        460                      1
global route  u_core.div_cnt[0]$_SDFF_PP0_        510                      1
CTS           u_core.div_cnt[0]$_SDFF_PP0_        470                      1
==> cells by family (layout without fill, tap and decap cells) <==
group / count (synthesis) / after routing / synth area share
adder cells (fa/ha/maj): 12 / 12 / 0.117
AND/OR/NAND/NOR: 61 / 61 / 0.223
XOR/XNOR: 19 / 19 / 0.130
multiplexers: 1 / 1 / 0.00779
buffers and inverters: 15 / 25 / 0.0438
flip-flops: 27 / 27 / 0.421
AND-OR/OR-AND: 13 / 13 / 0.0584
==> state kept, by name, summed over array words and instances (netlist names) <==
signal           count
u_core.pwm_cnt      10
u_core.tick          1
u_core.div_cnt       6
u_core.ramp_val     10
==> placed cells by master (no fill, tap or decap), drive strengths merged, types with 4 or more instances in the layout <==
master and count:
nor2 27, dfxtp 27, xnor2 15, inv 13
ha 12, nand2 10, nand3 7, buf 6
a21oi 6, nand4 5, o21ai 4, nor3 4
xor2 4, clkbuf 4
==> stage by stage <==
step	utilization	hold WS [ps]	power, mW	std cells
floorplan	-	418	0.522	148
global placement	0.144	433	0.539	287
detailed placement	0.144	453	0.540	287
CTS	0.156	466	0.803	294
global route	0.156	508	0.831	294
finish	0.156	458	0.792	294
==> what timing repair did <==
item                       CTS  global route
setup endpoints to repair    1             0
setup buffers                3             0
gates resized               14             0
==> routing by layer <==
metal,GRT usage,vias to the layer above
li1,-,505
met3,0.0162,2
met5,0,-
met2,0.0495,10
met4,0.00291,0
met1,0.0403,393
Power and IR drop assume default switching activity.
